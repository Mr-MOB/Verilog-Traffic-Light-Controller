==> design/flow/config.mk <==
export PLATFORM = sky130hd
export DESIGN_NAME = Traffic_Light_Controller
export DESIGN_NICKNAME = Traffic_Light_Controller
export VERILOG_FILES = /design/flow/design.v
export SDC_FILE = /design/flow/constraint.sdc
export NUM_CORES = 4
export LEC_CHECK = 1
export CORE_AREA = 10 10 70 70
export DIE_AREA = 0 0 80 80
==> design/flow/design.v <==
`timescale 1ns / 1ps
module Traffic_Light_Controller(
    input clk,rst,
    output reg [2:0]L2R,
    output reg [2:0]D2R,
    output reg [2:0]L2D,
    output reg [2:0]R2LandR2D,
    output reg [3:0]count,
    output reg [2:0]ps
    );
    parameter  S1=0, S2=1, S3 =2, S4=3, S5=4,S6=5;
    parameter  TY=7,TYY=5,TR=2,TRR=3;
    always@(posedge clk or posedge rst)
        begin
        if(rst==1)
        begin
        ps<=S1;
        count<=0;
        end
        else
            case(ps)
                S1: if(count<TY)
                        begin
                        ps<=S1;
                        count<=count+1;
                        end
                    else
                        begin
                        ps<=S2;
                        count<=0;
                        end
                S2: if(count<TR)
                        begin
                        ps<=S2;
                        count<=count+1;
                        end
                    else
                        begin
                        ps<=S3;
                        count<=0;
                        end
                S3: if(count<TYY)
                        begin
                        ps<=S3;
                        count<=count+1;
                        end
                    else
                        begin
                        ps<=S4;
                        count<=0;
                        end
                S4:if(count<TRR)
                        begin
                        ps<=S4;
                        count<=count+1;
                        end
                    else
                        begin
                        ps<=S5;
                        count<=0;
                        end
                S5:if(count<TY)
                        begin
                        ps<=S5;
                        count<=count+1;
                        end
                    else
                        begin
                        ps<=S6;
                        count<=0;
                        end
                S6:if(count<TR)
                        begin
                        ps<=S6;
                        count<=count+1;
                        end
                    else
                        begin
                        ps<=S1;
                        count<=0;
                        end
                default: ps<=S1;
                endcase
            end   
            always@(ps)    
            begin
                case(ps)
                    S1:
                    begin
                       L2R<=3'b001;
                       R2LandR2D<=3'b001;
                       L2D<=3'b100;
                       D2R<=3'b100;
                    end
                    S2:
                    begin 
                       L2R<=3'b001;
                       R2LandR2D<=3'b010;
                       L2D<=3'b100;
                       D2R<=3'b100;
                    end
                    S3:
                    begin
                       L2R<=3'b001;
                       R2LandR2D<=3'b100;
                       L2D<=3'b001;
                       D2R<=3'b100;
                    end
                    S4:
                    begin
                       L2R<=3'b010;
                       R2LandR2D<=3'b100;
                       L2D<=3'b010;
                       D2R<=3'b100;
                    end
                    S5:
                    begin
                       L2R<=3'b100;
                       R2LandR2D<=3'b100;
                       L2D<=3'b100;
                       D2R<=3'b001;
                    end
                    S6:
                    begin 
                       L2R<=3'b100;
                       R2LandR2D<=3'b100;
                       L2D<=3'b100;
                       D2R<=3'b010;
                    end
                    default:
                    begin 
                       L2R<=3'b000;
                       R2LandR2D<=3'b000;
                       L2D<=3'b000;
                       D2R<=3'b000;
                    end
                    endcase
            end                
endmodule
==> design/flow/run.sh <==
#!/bin/bash
# OpenROAD 26Q1-2900-gdf79404cd8, Yosys 0.63+post, stock flow scripts
make -C /OpenROAD-flow-scripts/flow DESIGN_CONFIG=/design/flow/config.mk WORK_HOME=/design/flow/orfs finish
==> design/flow/constraint.sdc <==
current_design Traffic_Light_Controller

set clk_period 1.8
set clk_io_pct 0.2

create_clock -name clk0 -period $clk_period [get_ports {clk}]

set non_clock_inputs [all_inputs -no_clocks]
set_input_delay [expr $clk_period * $clk_io_pct] -clock clk0 $non_clock_inputs
set_output_delay [expr $clk_period * $clk_io_pct] -clock clk0 [all_outputs]
==> metrics.yaml <==
status:
  status: "complete, no violations"
die:
  boundaryPins: 21
  core_um2: 3420
  dieHeight_um: 80
  fp_util: 0.161
  chipWidth_um: 80
  rows: 21
  die_area_um2: 6400
power:
  leakagePower_uw: 0.000464
  p_int_uw: 244
  switching_share: 0.204
  power.density_nw_per_um2: 322
  total_power_uw: 307
  p_sw_uw: 62.5
  vdd_ir_drop_max_uv: 130
  p_clk_frac: 0.469
  p_comb_frac: 0.018
  seq_power_share: 0.514
synthesis:
  yosys-stat-cells: 66
  ff_type: "dfrtp_1"
  ys_top_cells_by_count: "dfrtp_1, nor2_1, inv_1"
  ys_chip_area_um2: 551
  top_cell_area_share: 0.318
  synth_cell_types: 33
  synth.largest_area_cell: "dfrtp_1"
  synthArstFlopShare: 1.00
  syn_area_per_cell_um2: 8.34
  edf_count: 0
  top_cells_by_area: "dfrtp_1, nor2_1, ha_1, buf_6, inv_1"
  synth_flops: 7
  synthCells: 66
  mappedNetlistArea_um2: 551
  synth_warnings: 1
  ys_seq_share: 0.318
sta:
  rsz0062_at_grt: "true"
  slew_violations: 0
  min_period_ps: 1780
  tightestPinTransition_ps: 366
  period_used_share: 0.990
  maxSlewHeadroom: 0.756
  fin_skew_ps: 0.788
  hold_viol: 0
  finalSetupViolCount: 0
  clock.fmax_mhz: 561
global_route:
  grt_max_degree: 15
  grt_pass1_wl_um: 2820
  grt_overflow_total: 0
  grt_usage: 0.0533
  grt_pass1_vias: 597
  antenna_found_initial: 0
route:
  ant_nets: 0
  first_pass_iters: 4
  drt_wl_total_um: 1800
  route.detailed.drc: 0
  wl_per_cell_um: 12.3
  via_per_inst: 4.30
  n_antenna_cell: 0
  drt_iter0_drc: 27
  num_vias: 628
setup_path:
  crit_fanout: 6
  cp.arrival_ps: 1420
  rrSetupSlack_ps: 240
  critPathLaunchType: "flip-flop"
  required_ps: 1440
  r2r_end: "count[1]"
  path_class: "reg -> out"
  rr_worst_depth: 5
  crit_path_end_kind: "output port"
  regToRegStartpoint: "count[0]"
clock_tree:
  cts_root_buf: "clkbuf_4"
  holdBufCountCts: 0
  cts_tree: "done"
  cts_sinks: 7
  clkTransAtPathRegs_ps: 50
  cts_buffer_depth: 2
  clk_latency_ps: 250
  cts_buffers: 3
  htree_levels: 1
place:
  place_area_um2: 818
  hpwl_um: 1290
  routabilityCongestion: 0.896
  io_buffers: 20
worst_hold_path:
  hp-class: "in -> async"
run:
  warning_count: 28
  cap_violations: 0
final_layout:
  syn_to_final_growth_pct: 73.2
  final_util: 0.279
  layout-drive-gt1-share: 0.320
  postLayoutCellArea_um2: 953
-- area by class of cell --
type                       instances  area (µm²)
fill                             373        2460
multi-input combinational         48         348
timing repair buffer              35         319
sequential                         7         178
tap                               46        57.6
clock buffer                       4        26.3
inverter                           6        25.0
-- routing by layer --
layer / vias up / global-route usage / part of all wire
met3: 0 / 0.0170 / 0.060
met1: 308 / 0.0621 / 0.42
met4: 0 / 0.00880 / 0
met2: 17 / 0.0939 / 0.52
met5: - / 0 / 0
li1: 303 / - / -
-- sequential cells by signal (all words and copies together) (netlist names) --
name and count:
count 4, ps 3
-- stage by stage --
stage / instances / TNS, ps / hold WS (ps) / setup slack (ps)
floorplan: 66 / 0 / 163 / 345
global placement: 133 / 0 / 578 / 120
detailed placement: 133 / 0 / 583 / 117
CTS: 139 / -117 / 347 / -60.4
global route: 146 / -105 / 364 / -46.4
finish: 146 / 0 / 345 / 17.5
-- critical path, stage by stage, from the launching register on --
cell and delay, ps:
dfrtp_2 430, nand2b_4 170, nor2_4 110, clkdlybuf4s50_1 460
-- power groups by stage --
stage,logic [µW],registers (µW),clock network [µW]
CTS,5.81,157,152
global route,6.24,157,160
finish,5.43,157,144
-- timing repair --
action | 4_1_cts | 5_1_grt
pin swaps | 1 | 0
resized | 11 | 9
setup buffers | 2 | 7
endpoints found under the setup margin | 10 | 7
-- placed cells by master (no fill, tap or decap), types with 2 or more instances in the layout --
| master | count |
|---|---|
| buf_4 | 14 |
| clkdlybuf4s50_1 | 13 |
| nor2_1 | 5 |
| dfrtp_1 | 5 |
| inv_1 | 4 |
| a21oi_1 | 4 |
| dlygate4sd2_1 | 4 |
| nor3_1 | 3 |
| nand3_1 | 3 |
| nand2_1 | 3 |
| clkbuf_4 | 3 |
| dlymetal6s2s_1 | 3 |
| and3_1 | 2 |
| o21ai_1 | 2 |
| ha_1 | 2 |
| dfrtp_2 | 2 |
-- cells by family (layout without fill, tap and decap cells) --
logic type      after synthesis  count (layout)  synth area share
simple gates                 27              27             0.273
compound gates               18              18             0.243
buf+inv                      11              45             0.105
flops                         7               7             0.318
fa+ha+maj                     2               2            0.0454
xor+xnor                      1               1            0.0159
-- how the worst max path moves through the flow --
stage / from / end
4_1_cts: ps[2] / L2R[1]
5_1_grt: ps[2] / L2R[1]
6_report: ps[2] / L2R[1]
Power figures rest on the tool's default switching activity, not on a simulated workload.
